==> /design/flow/design.v <==
module seq_counter_to_decoder (clk, reset, decoded_count);
  input clk, reset;
  output [7:0] decoded_count;
  reg [2:0] count;
  initial begin
    count <= 3'b000;
  end
  always@(posedge clk) 
  begin
    if(reset)
      count = 3'b000;
    else
      count = count + 1;
  end
  decoder1to8 decoder (
    .count(count),
    .decoded_count(decoded_count)
  );
endmodule
module decoder1to8 (
  input [2:0] count,
  output [7:0] decoded_count
);
  assign decoded_count = (count == 0) ? 16'b00000001 :
                         (count == 1) ? 16'b00000010 :
                         (count == 2) ? 16'b00000100 :
                         (count == 3) ? 16'b00001000 :
                         (count == 4) ? 16'b00010000 :
                         (count == 5) ? 16'b00100000 :
                         (count == 6) ? 16'b01000000 :
                                        16'b10000000 ;
endmodule
==> /design/flow/run.sh <==
#!/bin/bash
# OpenROAD 26Q1-2900-gdf79404cd8, Yosys 0.63+post, stock flow scripts
make -C /OpenROAD-flow-scripts/flow DESIGN_CONFIG=/design/flow/config.mk WORK_HOME=/design/flow/orfs finish
==> /design/flow/config.mk <==
export PLATFORM = sky130hd
export DESIGN_NAME = seq_counter_to_decoder
export DESIGN_NICKNAME = seq_counter_to_decoder
export VERILOG_FILES = /design/flow/design.v
export SDC_FILE = /design/flow/constraint.sdc
export NUM_CORES = 4
export LEC_CHECK = 1
export CORE_AREA = 10 10 70 70
export DIE_AREA = 0 0 80 80
==> /design/flow/constraint.sdc <==
current_design seq_counter_to_decoder

set clk_period 1.0
set clk_io_pct 0.2

create_clock -name clk0 -period $clk_period [get_ports {clk}]

set non_clock_inputs [all_inputs -no_clocks]
set_input_delay [expr $clk_period * $clk_io_pct] -clock clk0 $non_clock_inputs
set_output_delay [expr $clk_period * $clk_io_pct] -clock clk0 [all_outputs]
==> results_tabular.tex <==
% Implementation results table
\begin{tabular}{lr}
\hline
Metric & Value \\
\hline
\multicolumn{2}{l}{\textbf{Setup path}} \\
Dominant delay contributor by cell family on the critical path & flip-flops \\
Crit path capture type & output pin \\
Crit path DRT & 800 ps \\
Arrival time of the worst setup path & 1370 ps \\
Count of cell instances traversed by the critical path & 6 \\
Timing startpoint of the critical path & count[0] \\
R2R Path Start & count[0] \\
Crit path launch type & register \\
Sequence of cells on the critical path & inv\_4 > ha\_4 > buf\_12 > nor2\_4 > and4b\_2 > buf\_2 \\
R2R cell count & 3 \\
Maximum net fanout on the critical path & 5 \\
Buffer and inverter count on the worst path & 3 \\
Critical Setup Path Class & register to output pin \\
CP max-delay cell & sky130\_fd\_sc\_hd\_\_dfxtp\_4 \\
Largest incremental delay on the critical path & 390 ps \\
\multicolumn{2}{l}{\textbf{Logic synthesis}} \\
Most common library cells after synthesis & sky130\_fd\_sc\_hd\_\_ha\_1 (5), sky130\_fd\_sc\_hd\_\_dfxtp\_1 (3), sky130\_fd\_sc\_hd\_\_nor2\_1 (3) \\
Leading cell types by total area after synthesis & sky130\_fd\_sc\_hd\_\_ha\_1 (27\%), sky130\_fd\_sc\_hd\_\_dfxtp\_1 (26\%), sky130\_fd\_sc\_hd\_\_nor3b\_1 (6.6\%), sky130\_fd\_sc\_hd\_\_nor4b\_2 (6.6\%), sky130\_fd\_sc\_hd\_\_and4b\_2 (4.9\%) \\
Yosys cell count & 24 \\
Tally of unique sky130hd cells used after synthesis & 14 \\
Synth flops & 3 \\
Seq share, synth & 26.4\% \\
Count of yosys warnings during synthesis & 1 \\
Post-synthesis async set-or-reset flop share & 0\% \\
Count of library flops with an enable pin & 0 \\
Cell type contributing the most total cell area after synthesis & sky130\_fd\_sc\_hd\_\_ha\_1 \\
Avg Synthesized Cell Area & 9.49 um\^{}2 \\
Netlist area before placement & 228 um\^{}2 \\
Fraction of post-synthesis cell area in the top cell type by area & 27.5\% \\
Yosys stat area & 228 um\^{}2 \\
Most instantiated flip-flop cell in the synthesis netlist & sky130\_fd\_sc\_hd\_\_dfxtp\_1 \\
Most numerous cell in the Yosys netlist & sky130\_fd\_sc\_hd\_\_ha\_1 \\
Gate count after technology mapping & 24 \\
\multicolumn{2}{l}{\textbf{Floorplan}} \\
Die width & 80 um \\
Area of the core & 3420 um\^{}2 \\
Die y size & 80 um \\
Die area & 6400 um\^{}2 \\
Std cell rows & 21 \\
Number of primary I/O pins & 10 \\
Floorplan-stage core utilization & 6.67\% \\
\multicolumn{2}{l}{\textbf{Final timing}} \\
Setup violation total in the final timing report & 8 \\
Clock skew & 0.264 ps \\
Highest achievable clock rate & 0.639 GHz \\
Pin slew with the least headroom to its limit & 180 ps \\
Crit share post-route & 157\% \\
Fin. Hold Viols & 0 \\
Slew Limit Headroom & 88.0\% \\
RSZ-0062 raised after global routing & yes \\
Final setup margin & -566 ps \\
Setup total negative slack & -3970 ps \\
Post-route minimum period & 1570 ps \\
Max Slew Vio Count & 0 \\
\multicolumn{2}{l}{\textbf{Run status}} \\
Violations in the final reports & setup timing \\
Outcome & complete, but fails checks \\
\multicolumn{2}{l}{\textbf{Flow run}} \\
Number of warning messages in the logs & 31 \\
Maximum Capacitance Violations & 0 \\
\multicolumn{2}{l}{\textbf{Layout}} \\
Largest registers in the final layout & count x3 \\
Area grow syn2layout & 160\% \\
Core occupancy in the finished layout & 17.3\% \\
Max reg flops & 3 \\
Register bank with the most flops & count \\
Share of layout cells above drive strength 1 & 85.1\% \\
\multicolumn{2}{l}{\textbf{Detailed routing}} \\
Final antenna diode count & 0 \\
Post-route DRC violation count & 0 \\
Routed length per placed instance & 7.01 um \\
First-pass iteration count of the detailed router & 1 \\
Via density & 2.83 \\
Sum of routed wire length over all layers & 652 um \\
Antenna viol nets, final & 0 \\
1st-iter DRT viols & 0 \\
Vias & 263 \\
\multicolumn{2}{l}{\textbf{Min path}} \\
Tightest Hold Check Type & register to register \\
Start point of the worst min-delay path & count[0] \\
Worst hold path cell count & 1 \\
\multicolumn{2}{l}{\textbf{Global routing}} \\
Total track usage & 2.06\% \\
Number of global-route vias before repair & 260 \\
Wire length of the first global-routing pass & 1110 um \\
Initial antenna violation count & 0 \\
Total grt overflow & 0 \\
Maximum number of pins on one net before global-route repair & 6 \\
\multicolumn{2}{l}{\textbf{Clocking}} \\
H-tree level count & 1 \\
Number of sinks on the clock net & 3 \\
Clock transition time at the flip-flop clock pins of the worst setup and hold paths & 30 ps \\
TritonCTS clock tree & built \\
Cts bufs inserted & 3 \\
Insertion delay of the later-clocked pin in the worst-skew pair & 230 ps \\
Number of buffers on the longest clock path & 2 \\
Clock Root Buffer & sky130\_fd\_sc\_hd\_\_clkbuf\_4 \\
Hold buffer count at CTS & 0 \\
\multicolumn{2}{l}{\textbf{Pwr}} \\
Leak & 0.232 nW \\
Power per unit of standard cell area & 1030 nW/um\^{}2 \\
Peak VDD IR & 0.178 mV \\
\multicolumn{2}{l}{\textbf{Placement}} \\
Placer congestion estimate & 0.694 \\
Port buffer count & 9 \\
Final HPWL DP & 455 um \\
\hline
\end{tabular}
==> final timing paths <==
path                            to  slack, ps
hold reg to reg           count[0]        480
setup reg to reg          count[2]         80
setup / recovery  decoded_count[6]       -570
hold / removal            count[0]        480
==> cell usage in the layout, fill, tap and decap left out <==
cell type / n
sky130_fd_sc_hd__buf_2: 7
sky130_fd_sc_hd__buf_4: 6
sky130_fd_sc_hd__ha_4: 5
sky130_fd_sc_hd__buf_6: 4
sky130_fd_sc_hd__clkbuf_4: 3
sky130_fd_sc_hd__inv_4: 2
sky130_fd_sc_hd__nor3b_2: 2
sky130_fd_sc_hd__nor2_1: 2
sky130_fd_sc_hd__dfxtp_4: 2
sky130_fd_sc_hd__inv_2: 1
sky130_fd_sc_hd__and2b_2: 1
sky130_fd_sc_hd__nor2_4: 1
sky130_fd_sc_hd__and4b_2: 1
sky130_fd_sc_hd__nor4b_4: 1
sky130_fd_sc_hd__nor3_2: 1
sky130_fd_sc_hd__o21a_1: 1
sky130_fd_sc_hd__and3_4: 1
sky130_fd_sc_hd__nor4_4: 1
sky130_fd_sc_hd__nor2b_1: 1
sky130_fd_sc_hd__clkbuf_1: 1
sky130_fd_sc_hd__dfxtp_1: 1
sky130_fd_sc_hd__clkdlybuf4s50_1: 1
sky130_fd_sc_hd__buf_12: 1
==> what timing repair did <==
| item | CTS | global route |
|---|---|---|
| endpoints found under the setup margin | 8 | 8 |
| endpoints found under the hold margin | 0 | 0 |
| pin swaps | 11 | 5 |
| setup buffers | 8 | 0 |
| gates resized | 39 | 3 |
==> cell type report <==
class                      instances  area [um^2]
tap                               46         57.6
clock buffer                       4         26.3
inverter                           3         16.3
multi-input combinational         18          269
fill                             374         2820
timing repair buffer              19          155
sequential                         3         67.6
==> where the power goes <==
part	internal, mW	switching [mW]
Sequential	0.131	0.0165
Combinational	0.157	0.0935
Clock	0.149	0.0594
Total	0.438	0.169
==> worst register-to-register path: stages (launching register included) <==
cell and delay, ps:
sky130_fd_sc_hd__dfxtp_4 370, sky130_fd_sc_hd__ha_4 170, sky130_fd_sc_hd__ha_4 240, sky130_fd_sc_hd__nor2_1 30
==> layer usage <==
layer | wire length (um) | global-route usage (%)
met3 | 130 | 2.05
met1 | 289 | 2.51
met5 | 0 | 0
met2 | 220 | 2.41
met4 | 12 | 0.528
==> through the flow <==
stage,cell area [um^2],hold WS (ps),cells,power [mW],setup WS (ps)
final,592,482,93,0.607,-566
after detailed placement,440,455,81,0.295,-617
after global placement,440,450,81,0.294,-595
after global routing,592,494,93,0.655,-627
after floorplan,278,257,24,0.227,-87.7
after CTS,568,482,93,0.601,-574
==> logic make-up (layout without fill, tap and decap cells) <==
family                     Yosys count  count (layout)  share of synthesized area, %
DFF                                  3               3                          26.4
AOI/OAI and AO/OA                    1               1                          3.30
and+or+nand+nor                     12              12                          37.9
buffers and inverters                3              26                          4.94
adders and majority gates            5               5                          27.5
Power is estimated from default activity; no workload was simulated.
