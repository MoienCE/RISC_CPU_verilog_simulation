<file path="./run.sh">
#!/bin/bash
# OpenROAD 26Q1-2900-gdf79404cd8, Yosys 0.63+post, stock flow scripts
make -C /OpenROAD-flow-scripts/flow DESIGN_CONFIG=/design/flow/config.mk WORK_HOME=/design/flow/orfs finish
</file>
<file path="./config.mk">
export PLATFORM = sky130hd
export DESIGN_NAME = Control_Unit
export DESIGN_NICKNAME = Control_Unit
export VERILOG_FILES = /design/flow/design.v
export SDC_FILE = /design/flow/constraint.sdc
export NUM_CORES = 4
export LEC_CHECK = 1
export CORE_AREA = 10 10 70 70
export DIE_AREA = 0 0 80 80
</file>
<file path="./constraint.sdc">
current_design Control_Unit

set clk_period 2.6
set clk_io_pct 0.2

create_clock -name clk0 -period $clk_period [get_ports {clock}]

set non_clock_inputs [all_inputs -no_clocks]
set_input_delay [expr $clk_period * $clk_io_pct] -clock clk0 $non_clock_inputs
set_output_delay [expr $clk_period * $clk_io_pct] -clock clk0 [all_outputs]
</file>
<file path="./design.v">
module Control_Unit (
    input [7:0] IR,
    input clock,
    input reset,
    output reg load_AR, 
    output reg load_PC, 
    output reg load_DR, 
    output reg load_AC, 
    output reg load_IR, 
    output reg load_TR,
    output reg clear_AR, 
    output reg clear_PC, 
    output reg clear_DR, 
    output reg clear_AC, 
    output reg clear_TR,
    output reg inc_AR, 
    output reg inc_PC, 
    output reg inc_DR, 
    output reg inc_AC, 
    output reg inc_TR,
    output reg memory_read,
    output reg memory_write,
    output reg [2:0] bus_selectors,
    output reg alu_enable,
    output reg [2:0] alu_mode
);
    reg [3:0] sequence_counter;
    reg [2:0] opcode;
    reg immediate;
    initial begin
        sequence_counter = 0;
    end
    always @(*) begin
        load_AR = 0;
        load_PC = 0;
        load_DR = 0;
        load_AC = 0;
        load_IR = 0;
        load_TR = 0;
        clear_AR = 0;
        clear_PC = 0;
        clear_DR = 0;
        clear_AC = 0;
        clear_TR = 0;
        inc_AR = 0;
        inc_PC = 0;
        inc_DR = 0;
        inc_AC = 0;
        inc_TR = 0;
        memory_read = 1;
        memory_write = 0;
        bus_selectors = 3'b111;
        alu_enable = 0;
        alu_mode = 3'b000;
        if (1) begin
            case (sequence_counter)
                0: begin
                    bus_selectors = 3'b010;
                    load_AR = 1;
                end
                1: begin
                    inc_PC = 1;
                    memory_read = 1;
                    memory_write = 0;
                    load_IR = 1;
                end
                2: begin
                    opcode = IR[6:4];
                    bus_selectors = 3'b101;
                    load_AR = 1;
                    immediate = IR[7];
                end
                3: begin
                    if (immediate) begin
                        load_AR = 1;
                    end else begin
                        load_DR = 1;  
                    end
                end
                4: begin
                    load_DR = 1;  
                    if (opcode == 3'b101) begin
                        bus_selectors = 3'b100;
                        memory_read = 0;
                        memory_write = 1;
                    end
                end
                5: begin
                    alu_mode = opcode;
                    alu_enable = 1;
                    load_AC = 1;
                end
                6: begin
                    if (opcode != 3'b111) begin
                        bus_selectors = 3'b100;
                        memory_read = 0;
                        memory_write = 1;
                    end
                end
                7: begin end
                default: begin
                end
            endcase
        end
    end
    always @(posedge clock or posedge reset) begin
        if (reset) begin
            sequence_counter <= 0;
            clear_PC = 1;
        end else begin
            case (sequence_counter)
                0: begin
                    sequence_counter <= sequence_counter + 1;
                end
                1: begin
                    sequence_counter <= sequence_counter + 1;
                end
                2: begin
                    sequence_counter <= sequence_counter + 1;
                end
                3: begin
                    sequence_counter <= sequence_counter + 1;
                end
                4: begin
                    sequence_counter <= sequence_counter + 1;
                end
                5: begin
                    sequence_counter <= sequence_counter + 1;
                end
                6: begin
                    sequence_counter <= 0;
                end
                default: begin
                    sequence_counter <= 0;
                end
            endcase
        end
    end
endmodule
</file>
==> impl_metrics.tcl <==
# place-and-route summary
set metrics [dict create \
    status "finished clean" \
    place.gp.congestion 0.7542 \
    core_area_sq_um 3416 \
    combPwrFrac 0.065 \
    num_io_pins 35 \
    antennaDiodeCount 0 \
    placedCellCount 129 \
    port_buffers 19 \
    yosys-stat-area_sq_um 561.8 \
    arrival_ns 1.94 \
    path_max_fanout 6 \
    grt_pass1_wl_um 2173 \
    firstDrtPassIters 2 \
    cts.clk_slew.worst_paths_ns 0.04 \
    drt_first_iter_violations 17 \
    cp_slowest_cell "clkdlybuf4s50_1" \
    syn_inst 69 \
    cp-end-kind "output port" \
    hold_viol_final 0 \
    grt_use_met2 0.05698 \
    die_y_um 80 \
    utilization 0.2256 \
    start_kind "flip-flop" \
    path_buffers 2 \
    cp.required_ns 2.08 \
    unclocked_pins 4 \
    drt-total-wl_um 1325 \
    synth_area_sq_um 561.8 \
    grtUsageMet1 0.05171 \
    internal_power_w 0.0001215 \
    synth_cell_types 27 \
    finalClockSkew_ns 0.0005075 \
    syn2layout_area_growth_pct 37.19 \
    viasPerCell 3.591 \
    cp_top_family "buffers and inverters" \
    ys.flops 8 \
    drc_errors 0 \
    dieArea_sq_um 6400 \
    hold_class "in -> async" \
    p_seq_frac 0.428 \
    overflow 0 \
    drtAntennaViolNets 0 \
    rows 21 \
    leakage_nw 0.3603 \
    mostFrequentLayoutCell "clkdlybuf4s50_1" \
    worstSetupPathType "reg -> out" \
    cts_buffers 3 \
    mostFrequentLayoutCells "clkdlybuf4s50_1, conb_1, nor2_1, inv_1" \
    clockRootBuffer "clkbuf_4" \
    finalClockPeriodUsage 0.9443 \
    fp_util 0.1645 \
    clock.fmax_ghz 0.4073 \
    dr_total_vias 474 \
    min_period_ns 2.455 \
    grt_max_degree 13 \
    wl_per_cell_um 10.04 \
    untimed_endpoints 4 \
    p_sw_w 0.00002672 \
    crit_chain "inv_1, ha_2, a21oi_1, a31o_1, o21ai_1, clkdlybuf4s50_1" \
    drv_slew 0 \
    fp.dieW_um 80 \
    crit_path_max_incr_delay_ns 0.48 \
    yosysWarnings 1 \
    sw_frac_of_total 0.1803 \
    cts_buffer_depth 2 \
    antenna_found_initial 0 \
    clkLatencyLatePin_ns 0.23 \
    cts_tree "yes" \
    htreeDepth 1 \
    stdcell_count 132 \
    holdWs_ns 0.4850 \
    hpwl_um 1137 \
    warnings 32 \
    powerDensity_nw_per_um2 192.3 \
    final_layout_size_suffix_gt1_frac 0.08140 \
    setup_viol_count_final 0 \
    busiest_layer "met2" \
    maxCapViolations 0 \
    grt_use_met3 0.02273 \
    ir_drop_mv 0.08622 \
    grt_pass1_vias 519 \
    yosys_cells 69 \
    grt.total_usage 0.03997 \
    p_clk_frac 0.507 \
    avgSynthCellArea_sq_um 8.142 \
]
-- kinds of logic (layout without fill, tap and decap cells) --
group                    Yosys count  count (layout)  synth area share
AND/OR/NAND/NOR                   24              24            0.2294
buffers and inverters             20              27            0.2361
AND-OR/OR-AND                     11              11            0.1381
adder cells (fa/ha/maj)            4               4           0.08909
flip-flops                         4               4            0.1782
latches                            4               4            0.1069
other                              1              11          0.006675
XOR/XNOR                           1               1           0.01559
-- Yosys cell counts (all sizes together) --
cell / instances / area, sq um
buf: 15 / 113.9
nor2: 10 / 37.54
inv: 5 / 18.77
dfrtp: 4 / 100.1
dlxtp: 4 / 60.06
ha: 4 / 50.05
nand2: 4 / 15.01
and3: 3 / 18.77
nor3b: 3 / 27.52
nand3: 2 / 10.01
o21ai: 2 / 10.01
a211o: 1 / 8.760
a211oi: 1 / 7.510
a21o: 1 / 7.510
a21oi: 1 / 5.000
a22oi: 1 / 7.510
a31o: 1 / 8.760
a31oi: 1 / 6.260
a41oi: 1 / 8.760
and2: 1 / 6.260
conb: 1 / 3.750
nor2b: 1 / 13.76
o21bai: 1 / 7.510
xnor2: 1 / 8.760
-- area by class of cell --
type / count / area [sq um]
clock buffers: 3 / 22.52
fillers: 375 / 2645
inverters: 5 / 18.77
multi-input cells: 51 / 321.6
flip-flops and latches: 8 / 160.2
well taps: 46 / 57.56
repair buffers: 19 / 190.2
-- layer usage --
metal,vias up,part of all wire
met5,-,0
met4,0,0.0038
met3,2,0.15
met2,21,0.40
met1,211,0.44
li1,240,-
-- final timing paths --
| check | start | to | slack, ns | cells past startpoint |
|---|---|---|---|---|
| worst max-delay path | sequence_counter[0]$_DFF_PP0_ | bus_selectors[0] | 0.14 | 6 |
| worst min-delay path | reset | sequence_counter[2]$_DFF_PP0_ | 0.48 | 2 |
| worst max register to register | sequence_counter[0]$_DFF_PP0_ | sequence_counter[2]$_DFF_PP0_ | 1.31 | 5 |
| worst min register to register | sequence_counter[0]$_DFF_PP0_ | sequence_counter[0]$_DFF_PP0_ | 0.54 | 1 |
| max in group asynchronous | reset | sequence_counter[3]$_DFF_PP0_ | 1.97 | 2 |
| min in group clk0 | sequence_counter[0]$_DFF_PP0_ | sequence_counter[0]$_DFF_PP0_ | 0.54 | 1 |
-- per-stage QoR --
stage / setup TNS [ns] / total power, W / setup slack [ns] / instance area [sq um]
2_1_floorplan: 0 / 0.00007699 / 0.9647 / 599.3
3_3_place_gp: 0 / 0.00007452 / 0.3151 / 733.2
3_5_place_dp: 0 / 0.00007446 / 0.3004 / 733.2
4_1_cts: 0 / 0.0001549 / 0.04601 / 755.7
5_1_grt: -0.01325 / 0.0001547 / -0.01325 / 770.7
6_report: 0 / 0.0001482 / 0.1449 / 770.7
-- power groups by stage --
stage	sequential, W	combinational [W]	clock (W)
final	0.0000634	0.00000962	0.0000752
after global routing	0.0000633	0.0000113	0.0000801
after CTS	0.0000633	0.0000104	0.0000811
-- timing repair --
| action | 4_1_cts | 5_1_grt |
|---|---|---|
| resized | 0 | 3 |
| hold buffers | 0 | 0 |
| setup buffers | 0 | 0 |
| endpoints found under the setup margin | 0 | 2 |
-- sequential cells by signal, summed over array words and instances, names as in the netlist --
register          cells
immediate             1
opcode                3
sequence_counter      4
No activity file was given, so power comes from the tool's default toggle rates.
