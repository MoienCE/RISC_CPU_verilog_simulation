### design/flow/design.v
module ALU_von (
    input [7:0] AC,
    input [7:0] DR,
    input [2:0] mode,
    input activate,
    output reg E,
    output reg [7:0] result
);
    reg [8:0] O;
    initial begin
        O = 0;
        E = 0;
        result = 0;
    end
    always @(*) begin
        E = O[8];
        result = O[7:0];        
    end
    always@(posedge activate)
    begin
        O <= 0;
        case (mode)
            3'b000: begin
                O <= AC + DR;
            end
            3'b001: begin
                O <= DR <<< 1;
            end
            3'b010: begin
                O <= ~(AC^ DR);
            end
            3'b011: begin
                O <= DR >> 1;
            end
            3'b100: begin
                O <= DR;
            end
            3'b110: begin
                O <= ~DR + 1;
            end
            default: begin
                O <= O;
            end
        endcase
    end
endmodule
### design/flow/run.sh
#!/bin/bash
# OpenROAD 26Q1-2900-gdf79404cd8, Yosys 0.63+post, stock flow scripts
make -C /OpenROAD-flow-scripts/flow DESIGN_CONFIG=/design/flow/config.mk WORK_HOME=/design/flow/orfs finish
### design/flow/config.mk
export PLATFORM = sky130hd
export DESIGN_NAME = ALU_von
export DESIGN_NICKNAME = ALU_von
export VERILOG_FILES = /design/flow/design.v
export SDC_FILE = /design/flow/constraint.sdc
export NUM_CORES = 4
export LEC_CHECK = 1
export CORE_AREA = 10 10 90 90
export DIE_AREA = 0 0 100 100
### design/flow/constraint.sdc
current_design ALU_von

set clk_period 5.1
set clk_io_pct 0.2

create_clock -name clk0 -period $clk_period [get_ports {activate}]

set non_clock_inputs [all_inputs -no_clocks]
set_input_delay [expr $clk_period * $clk_io_pct] -clock clk0 $non_clock_inputs
set_output_delay [expr $clk_period * $clk_io_pct] -clock clk0 [all_outputs]
==> reports/results.ini <==
[global_route]
gr-total-overflow=0
grt_max_degree=22
grtUsageTotal_pct=5.89
grt_first_pass_wirelength_mm=4.91
antenna_found_initial=0
grt_pass1_vias=1000

[clock_network]
ctsHoldBuffers=0
cts_tree=yes
postCtsSetupRepairBufs=0
cts_resized=0
numCtsBuffers=3
clock-sinks=9
htree_levels=1
clk_pin_slew_ps=40
clk_path_buf_depth=2
root_buffer=clkbuf_8

[min_path]
min_path_cells=4
holdCritStartpoint=AC[1]
whs_endpoint=O[1]$_DFFE_PP_
min_path_type=in -> reg

[sta]
fin_crit_ps=3150
hold_viol=0
fin_crit_sh_pct=61.7
finalWorstSetupSlack_ps=1950
rsz0062_at_grt=false
worstMarginPinSlew_ps=778
tns_ps=0
setup_viol=0
slew-limit-headroom_pct=48.0
max_freq_mhz=318
maxSlewViolCount=0

[drt]
routed_via_density=4.62
wirelength_mm=3.08
postRouteAntennaNets=0
vias=1063
drtPass1Iterations=4
wl_per_cell_um=13.4
antenna-diode-count=0
drc=0
initialDrtViolationCount=91

[yosys]
top_area_cell=edfxtp_1
synth_cell_type_count=42
synth_flops=9
ys_cells=126
post_synth.cell_area_avg_um2=8.80
synth_seq_share_pct=24.4
async_flop_share_pct=0
yosys_warnings=1
top_area_share_pct=24.4
yosys_area_um2=1110
synth-edff-count=9
synth_cells=126
synthFlopType=edfxtp_1
netlist_area_um2=1110
topCellsByArea=edfxtp_1, ha_1, xor2_1

[power_and_ir_drop]
peakVddDrop_mv=0.125
p_per_area_nw_per_um2=200
p_leak_nw=0.573

[critical_path]
end_kind=flip-flop
critPathKind=in -> reg
critical_path.top_delay_family=AND-OR/OR-AND gates
critPathRequiredTime_ps=5150
slowest_stage=clkdlybuf4s50_1
critPathBufInv=3
cp_common_cell=inv_1
critPathMaxFanout=5
cp-start-kind=primary input
slowest_delay_ps=540
arrival_ps=3200
cp_cell_sequence=clkdlybuf4s50_1, ha_1, inv_1, fa_1, inv_1, a21o_1, a221oi_1, xor2_1, a221oi_2

[cells_and_area]
drive_gt1_share_pct=5.23
reg_top3=O x9
area_growth_pct=36.3
largest_register_ffs=9
regMostFlops=O
fillers=678
regArea_um2=270
final-comb-area_um2=790

[placement]
hpwlAfterDp_mm=2.46
gp_congestion=0.920
place_ws_ps=1740
portBuffers=28

[run]
drv_cap=0
tool_warnings=25

[floorplan]
rows=29
die_w_um=100
die_area_um2=10000
core-area_um2=6280
io_pins=29
fp_util_pct=17.7
fp.dieH_um=100

[outcome]
status=complete, no violations

## metal layers
layer / GRT usage (%) / part of all wire [%]
met5: 0 / 0
met4: 1.52 / 1.9
met3: 2.08 / 10
met2: 9.26 / 47
met1: 7.56 / 41
## synth_stat cells, types with 2 or more instances
| master | n |
|---|---|
| ha_1 | 9 |
| edfxtp_1 | 9 |
| o211ai_1 | 2 |
| clkbuf_1 | 4 |
| xnor2_1 | 3 |
| nand2_1 | 9 |
| a21oi_1 | 9 |
| a21o_1 | 2 |
| xor2_1 | 7 |
| or3_1 | 3 |
| nand3_1 | 2 |
| a221o_1 | 4 |
| nor2b_1 | 3 |
| and2_1 | 3 |
| a221oi_1 | 2 |
| a22oi_1 | 2 |
| nand2b_1 | 3 |
| inv_1 | 8 |
| o21ai_0 | 5 |
| a31oi_1 | 2 |
| mux2i_1 | 4 |
| nor3_1 | 2 |
| nor2_1 | 8 |
| a221oi_2 | 2 |
| a211oi_1 | 2 |
## how the worst max path moves through the flow
stage      from              to  cells past startpoint
6_report  DR[0]  O[6]$_DFFE_PP_                      9
5_1_grt   DR[0]  O[6]$_DFFE_PP_                      9
4_1_cts   DR[0]  O[6]$_DFFE_PP_                      9
## logic make-up (layout without fill, tap and decap cells)
logic type,count (synthesis),in the layout,synth area share (%)
XOR/XNOR,10,10,7.90
flip-flops,9,9,24.4
adder cells (fa/ha/maj),10,10,12.0
AND/OR/NAND/NOR,37,37,18.5
multiplexers,5,5,4.63
buffers and inverters,13,40,4.40
AND-OR/OR-AND,42,42,28.2
## per-stage QoR
step	util, %	area [um2]	instances	hold slack (ps)	total power [mW]
5_1_grt	24.1	1510	230	1750	0.324
4_1_cts	24.1	1510	230	1720	0.306
3_5_place_dp	23.4	1470	226	1770	0.225
6_report	24.1	1510	230	1720	0.302
2_1_floorplan	-	1110	126	1260	0.165
3_3_place_gp	23.4	1470	226	1770	0.224
## power by group
group          switching, mW  internal (mW)  total [mW]
Clock                 0.0249         0.0542      0.0791
Sequential           0.00250         0.0969      0.0994
Combinational         0.0564         0.0668       0.123
Total                 0.0838          0.218       0.302
## layout by cell type (no fill, tap or decap), drive strengths merged, types with 3 or more instances in the layout
master	n
or3	3
a221o	4
o21ai	6
a221oi	4
mux2i	4
nand2b	3
clkbuf	4
and2	3
nor2	8
clkdlybuf4s50	28
xor2	7
nand2	9
inv	8
a21oi	9
nor2b	3
edfxtp	9
xnor2	3
ha	9
## worst min-delay path, stage by stage
cell             delay (ps)
clkdlybuf4s50_1         430
inv_1                    90
fa_1                    170
a21oi_1                  60
## area by class of cell
| class | instances | share of cell area [%] |
|---|---|---|
| Multi-Input combinational cell | 104 | 52.2 |
| Tap cell | 77 | 6.37 |
| Clock buffer | 4 | 2.98 |
| Timing Repair Buffer | 28 | 18.5 |
| Inverter | 8 | 1.99 |
| Sequential cell | 9 | 17.9 |
Power figures rest on the tool's default switching activity, not on a simulated workload.
